==> design.v <==
module adder(in1, in2, out);
  parameter LENGTH = 8;
  input [LENGTH-1:0] in1, in2;
  output [LENGTH-1:0] out;
  assign out = in1 + in2;
endmodule  
module mux_2input(in1, in2, sel, out);
  parameter LENGTH = 8;
  input sel;
  input [LENGTH-1:0] in1, in2;
  output [LENGTH-1:0] out;
  assign out = (sel == 0) ? in1 : in2;
endmodule  
module mux_3input(in1, in2, in3, sel, out);
  parameter LENGTH = 8;
  input [LENGTH-1:0] in1, in2, in3;
  input [1:0] sel;
  output [LENGTH-1:0] out;
  assign out = (sel == 2'd0) ? in1 :
               (sel == 2'd1) ? in2 : in3;
endmodule  
module mux_4input(in1, in2, in3, in4, sel, out);
  parameter LENGTH = 8;
  input [LENGTH-1:0] in1, in2, in3, in4;
  input [1:0] sel;
  output [LENGTH-1:0] out;
  assign out = sel[1] ? (sel[0] ? in4 : in3) : (sel[0] ? in2 : in1);
endmodule  
module mux_5input(in1, in2, in3, in4, in5, sel, out);
  parameter LENGTH = 8;
  input [LENGTH-1:0] in1, in2, in3, in4,in5;
  input [2:0] sel;
  output [LENGTH-1:0] out;
    assign out = (sel == 2'd0) ? in1 :
                 (sel == 2'd1) ? in2 :
                 (sel == 2'd2) ? in3 :
                 (sel == 2'd3) ? in4 : in5;
endmodule  
module LOAD_UNIT(load_type,wanted_byte,raw_din,dout);
    input [2:0] load_type;
    input [1:0] wanted_byte;
    input [31:0] raw_din;
    output reg [31:0] dout;
     always@(*) begin
       case(load_type)
          3'b000:begin
                case (wanted_byte)
                      2'b00: dout = { {24{raw_din[7]}}, raw_din[7:0]};
                      2'b01: dout = { {24{raw_din[15]}}, raw_din[15:8]};
                      2'b10: dout = { {24{raw_din[23]}}, raw_din[23:16]};
                      2'b11: dout = { {24{raw_din[31]}}, raw_din[31:24]};
                      default: dout = 32'b0;
                endcase
          end
          3'b001: begin
                      case (wanted_byte)
                      2'b00: dout = { {16{raw_din[15]}}, raw_din[15:0] };
                      2'b01: dout = { {16{raw_din[15]}}, raw_din[15:0] };
                      2'b10: dout = { {16{raw_din[31]}}, raw_din[31:16] };
                      2'b11: dout = { {16{raw_din[31]}}, raw_din[31:16] };
                      default: dout = 32'b0;
                      endcase
                  end  
          3'b010: dout = raw_din;
          3'b100: begin
                      case (wanted_byte)
                      2'b00: dout = { {24{1'b0}}, raw_din[7:0] };
                      2'b01: dout = { {24{1'b0}}, raw_din[15:8] };
                      2'b10: dout = { {24{1'b0}}, raw_din[23:16] };
                      2'b11: dout = { {24{1'b0}}, raw_din[31:24] };
                      default: dout = 32'b0;
                      endcase
                  end
           3'b101: begin
                      case (wanted_byte)
                      2'b00: dout = { {16{1'b0}}, raw_din[15:0] };
                      2'b01: dout = { {16{1'b0}}, raw_din[15:0] };
                      2'b10: dout = { {16{1'b0}}, raw_din[31:16] };
                      2'b11: dout = { {16{1'b0}}, raw_din[31:16] };
                      default: dout = 32'b0;
                      endcase
                  end
           default: dout = 32'd0;
       endcase
     end
endmodule
module WBstage(clk,IMME_in,ALU_in,DMEM_data_in,bios_data_in,iomem_data_in,PC,instruction,DMEM_sel_EXE,LOAD_sel_EXE,WB_sel_EXE,PC_4_out,WB_data_out);
    input clk;
    input [31:0] IMME_in;
    input [31:0] ALU_in;
    input [31:0] DMEM_data_in;
    input [31:0] bios_data_in;
    input [31:0] iomem_data_in;
    input [31:0] PC;
    input [31:0] instruction;
    input [1:0] DMEM_sel_EXE;
    input [2:0] LOAD_sel_EXE;
    input [1:0] WB_sel_EXE;
    output [31:0] PC_4_out;
    output [31:0] WB_data_out;
    wire [1:0] wanted_byte;
    wire [31:0] RAW_data_in;
    wire [31:0] MEM_data;
    wire [31:0] PC_4;
    assign wanted_byte = ALU_in[1:0];
    assign PC_4_out = PC + 32'd4;
    wire [1:0] DMEM_sel;
    wire [2:0] LOAD_sel;
    wire [1:0] WB_sel;
    assign DMEM_sel = (instruction == 0) ? 1'd0 : DMEM_sel_EXE;
    assign LOAD_sel = (instruction == 0) ? 1'd0 : LOAD_sel_EXE;
    assign WB_sel = (instruction == 0) ? 1'd0 : WB_sel_EXE;
    mux_3input #(.LENGTH(32)) DMEM_MUX(
              .in1(iomem_data_in),
              .in2(DMEM_data_in),
              .in3(bios_data_in),
              .sel(DMEM_sel),
              .out(RAW_data_in));
    LOAD_UNIT LOAD_UNIT1(
              .load_type(LOAD_sel),
              .wanted_byte(wanted_byte),
              .raw_din(RAW_data_in),
              .dout(MEM_data));
    mux_4input #(.LENGTH(32)) WB_MUX(
              .in1(IMME_in),
              .in2(PC_4),
              .in3(MEM_data),
              .in4(ALU_in),
              .sel(WB_sel),
              .out(WB_data_out));
    adder #(.LENGTH(32)) WB_adder4 (
                    .in1(32'd4),
                    .in2(PC),
                    .out(PC_4));
endmodule
==> run.sh <==
#!/bin/bash
# OpenROAD 26Q1-2900-gdf79404cd8, Yosys 0.63+post, stock flow scripts
make -C /OpenROAD-flow-scripts/flow DESIGN_CONFIG=/design/flow/config.mk WORK_HOME=/design/flow/orfs finish
==> config.mk <==
export PLATFORM = sky130hd
export DESIGN_NAME = WBstage
export DESIGN_NICKNAME = WBstage
export VERILOG_FILES = /design/flow/design.v
export SDC_FILE = /design/flow/constraint.sdc
export NUM_CORES = 4
export LEC_CHECK = 1
export CORE_AREA = 10 10 138 138
export DIE_AREA = 0 0 148 148
==> constraint.sdc <==
current_design WBstage

set clk_period 11.8
set clk_io_pct 0.2

create_clock -name clk0 -period $clk_period

set non_clock_inputs [all_inputs -no_clocks]
set_input_delay [expr $clk_period * $clk_io_pct] -clock clk0 $non_clock_inputs
set_output_delay [expr $clk_period * $clk_io_pct] -clock clk0 [all_outputs]
==> impl_metrics.env <==
# physical design summary
export IMPL_dr_pass1_iters=5
export IMPL_final_period_utilization_pct=71.8
export IMPL_p_clk_share_pct=0
export IMPL_seqCellArea_um2=0
export IMPL_p_int_w=0.000139
export IMPL_status="finished clean"
export IMPL_rsz0062_at_grt="false"
export IMPL_die_area_mm2=0.0219
export IMPL_final_cells=1012
export IMPL_diodes=0
export IMPL_cellPowerDensity_mw_per_mm2=36.2
export IMPL_drive_above_1_share_pct=6.41
export IMPL_die_x_um=148
export IMPL_synth_area_yosys_mm2=0.00335
export IMPL_post_drt_wl_per_cell_um=22.4
export IMPL_switchingPower_w=0.0000958
export IMPL_area_growth_pct=93.8
export IMPL_rows=46
export IMPL_grt_total_usage_pct=19.4
export IMPL_flop_count=0
export IMPL_syn_area_mm2=0.00335
export IMPL_via_per_inst=5.12
export IMPL_fp_util_pct=21.0
export IMPL_seq_power_share_pct=0
export IMPL_port_buffers=295
export IMPL_finalWirelength_um=22600
export IMPL_hold_buffers=0
export IMPL_num_clock_buffers=0
export IMPL_worst_slew_pin_slew_ns=0.700
export IMPL_dp_cells=1012
export IMPL_hp_class="primary input to output port"
export IMPL_grt_pass1_wl_um=32800
export IMPL_cpPeakStageDelay_ns=0.90
export IMPL_netlist_top_cells_count="60 x nand2_1, 46 x nor2_1, 42 x a21oi_1"
export IMPL_drcViolationCount=0
export IMPL_setup_worst_path_end="WB_data_out[17]"
export IMPL_antenna_found_initial=0
export IMPL_period_minus_slack_ns=8.47
export IMPL_p_leak_nw=2.31
export IMPL_dr_max_layer_used="met4"
export IMPL_wl_met3_um=2090
export IMPL_ant_nets=0
export IMPL_crit_chain="clkdlybuf4s50_1, nor2_1, buf_4, a21oi_1, o221ai_2, a311oi_4, a221oi_4, buf_4, a211oi_1, clkdlybuf4s50_1"
export IMPL_synth_area_per_cell_um2=6.33
export IMPL_crit_slowest_cell="clkdlybuf4s50_1"
export IMPL_die_height_um=148
export IMPL_critPathCaptureType="output port"
export IMPL_synth_area_mux_share_pct=6.23
export IMPL_grt_max_degree=37
export IMPL_dp_final_hpwl_um=19500
export IMPL_slew_headroom_pct=53.0
export IMPL_fillers=1712
export IMPL_p_sw_share_pct=40.7
export IMPL_ys_cells=530
export IMPL_via_count=5186
export IMPL_synth_simple_area_share_pct=32.6
export IMPL_core_area_mm2=0.0160
export IMPL_tns_ns=0
export IMPL_ys_sh_adder_pct=0.373
export IMPL_logic_family="AND-OR/OR-AND gates"
export IMPL_syn_inst=530
export IMPL_ir_drop_uv=19.4
export IMPL_yosys_area_top_type_share_pct=6.71
export IMPL_cp_arrival_ns=6.11
export IMPL_post_cts_setup_buffer_count=0
export IMPL_path_max_fanout=23
export IMPL_yosysMostFrequentCell="nand2_1"
export IMPL_post_cts_resized=0
export IMPL_ys_warn_count=1
export IMPL_drv_cap=0
export IMPL_top_cells_by_area="nand2_1 6.7%, a211oi_1 6.5%, a22oi_1 6.5%"
export IMPL_crit_start="DMEM_sel_EXE[0]"
export IMPL_report_power_total_w=0.000235
export IMPL_warnings=33
export IMPL_dr_wl_met2_um=10600
export IMPL_xor_share_pct=7.31
export IMPL_ios=296
export IMPL_crit_type="primary input to output port"
export IMPL_netlist_top_cell_by_area="nand2_1"
export IMPL_yosys_area_share_aoi_pct=47.4
export IMPL_worstPathRequired_ns=9.44
export IMPL_gp_congestion=0.957
export IMPL_ys_types=62
export IMPL_max_freq_mhz=118
export IMPL_critPathLaunchType="primary input"
export IMPL_setup_violations=0
export IMPL_grt_pass1_vias=5250
export IMPL_ys_seq_share_pct=0
export IMPL_maxSlewViolCount=0
export IMPL_grt_ovfl_total=0
export IMPL_final_hold_viol_count=0
export IMPL_drtIter0Drc=285
export IMPL_drt_met1_wl_um=9710
export IMPL_pwr_share_comb_pct=100.0
==> area by class of cell <==
cell class         instances  area (µm²)  area share (%)
inverters                  8        30.0           0.462
multi-input cells        481        3160            48.6
well taps                216         270            4.16
repair buffers           307        3040            46.8
==> metal layers <==
metal | GRT usage, % | vias to the layer above
li1 | - | 2580
met1 | 25.4 | 2347
met2 | 32.2 | 247
met3 | 5.08 | 12
met4 | 1.88 | 0
met5 | 0 | -
==> cells by family (layout without fill, tap and decap cells) <==
logic type	after synthesis	in the layout
fa+ha+maj	1	1
simple gates	209	209
xor+xnor	28	28
buf+inv	49	315
mux	20	20
compound gates	223	223
==> how the worst min path moves through the flow <==
stage | start | slack [ns] | end | cells past startpoint
CTS | PC[0] | 5.60 | PC_4_out[0] | 2
global route | PC[0] | 5.59 | PC_4_out[0] | 2
finish | PC[0] | 5.58 | PC_4_out[0] | 2
==> critical path: cells and delay by family <==
family	cells	cell delay (ns)
compound gates	5	1.71
buf+inv	4	1.91
simple gates	1	0.11
==> cell usage in the layout, fill, tap and decap left out, types with 4 or more instances in the layout <==
cell	n
clkdlybuf4s50_1	295
o21ai_0	26
o21bai_1	6
a21oi_2	10
nor3_1	11
nor2_1	46
a21oi_1	42
nand2b_1	11
o211ai_1	6
a211oi_1	29
xnor2_1	12
inv_1	5
buf_4	12
a31oi_1	5
and4_1	7
nor4_2	8
and2_1	24
nand3_1	17
o221ai_1	4
a221oi_1	10
a2bb2oi_1	6
a22oi_1	29
xor2_1	16
mux2i_1	13
nand4_1	6
o22a_1	5
o22ai_1	21
mux2_2	7
nand2_1	60
==> metrics by stage <==
step                      hold slack, ns  utilization [%]  instance area [µm²]  worst slack [ns]
after floorplan                     4.73                -                 3350              5.19
after global placement              5.60             40.6                 6500              3.41
after detailed placement            5.60             40.6                 6500              3.38
after CTS                           5.60             40.6                 6500              3.36
after global routing                5.59             40.6                 6500              3.08
final                               5.58             40.6                 6500              3.33
==> power by group through the flow <==
| stage | logic (W) | clock network (W) | registers [W] |
|---|---|---|---|
| CTS | 0.000237 | 0 | 0 |
| finish | 0.000235 | 0 | 0 |
| global route | 0.000253 | 0 | 0 |
Power is estimated from default activity; no workload was simulated.
