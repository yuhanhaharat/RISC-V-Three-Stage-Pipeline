**flow/run.sh**
```bash
#!/bin/bash
# OpenROAD 26Q1-2900-gdf79404cd8, Yosys 0.63+post, stock flow scripts
make -C /OpenROAD-flow-scripts/flow DESIGN_CONFIG=/design/flow/config.mk WORK_HOME=/design/flow/orfs finish
```
**flow/config.mk**
```make
export PLATFORM = sky130hd
export DESIGN_NAME = ALU
export DESIGN_NICKNAME = ALU
export VERILOG_FILES = /design/flow/design.v
export SDC_FILE = /design/flow/constraint.sdc
export NUM_CORES = 4
export LEC_CHECK = 1
export CORE_UTILIZATION = 40
```
**flow/constraint.sdc**
```tcl
current_design ALU

set clk_period 9.2
set clk_io_pct 0.2

create_clock -name clk0 -period $clk_period

set non_clock_inputs [all_inputs -no_clocks]
set_input_delay [expr $clk_period * $clk_io_pct] -clock clk0 $non_clock_inputs
set_output_delay [expr $clk_period * $clk_io_pct] -clock clk0 [all_outputs]
```
**flow/design.v**
```verilog
module ALU(DataA,DataB,ALUsel,instruction,result);
    input [31:0] DataA;
    input [31:0] DataB;
    input [3:0]  ALUsel;
    input [31:0] instruction;        
    output reg [31:0] result;
    wire [2:0] func3 = ALUsel[2:0];
    wire inst_bit30 = ALUsel[3];
    wire [4:0] shamt = instruction[24:20];
    wire op_bit5 = instruction[4];
    always@(*) begin
        case(func3)
           3'b000:begin    
                if(inst_bit30 == 1'b0) result = DataA + DataB;
                else result = DataA - DataB;
           end
           3'b001: begin
                if(op_bit5 == 1'b0) result = DataA << shamt;
                else result = DataA << DataB[4:0];
           end
           3'b010:begin
                if ($signed(DataA) < $signed(DataB)) result = 1'b1;
                else result = 1'b0;
           end
           3'b011: begin
               if (DataA < DataB) result = 1'b1;
               else result = 1'b0;
           end
           3'b100: result = DataA ^ DataB;
           3'b110: result = DataA | DataB;
           3'b111: result = DataA & DataB;
           3'b101:begin
                if(op_bit5 == 1'b0)begin
                        if (inst_bit30 == 1'b0) result = DataA >> shamt;
                        else result = $signed(DataA) >>> shamt;
                end else begin
                    if (inst_bit30 == 1'b0) result = DataA >> DataB[4:0];
                    else result = $signed(DataA) >>> DataB[4:0];
                end
          end
          default: result = 0;
        endcase
    end
endmodule
```
==> flow_summary.yaml <==
# synthesis and place-and-route metrics
status:
  status: "finished, final reports clean"
detailed_routing:
  wl_per_cell_um: 23.4
  wl_mm: 39.1
  antenna_left: 0
  via_per_inst: 6.40
  drt-initial-drc-count: 1263
  drc: 0
  vias: 10700
  drtPass1Iterations: 7
die:
  die_w_um: 151
  rows: 54
  coreArea_mm2: 0.0218
  initCoreUtil_pct: 40.7
  ios: 132
  chipHeight_um: 151
  die_area_mm2: 0.0227
worst_hold_path:
  hold_path.class: "in -> out"
  min_path_cells: 5
synthesis:
  synth_seq_share_pct: 0
  yosysChipArea_mm2: 0.00885
  avgSynthCellArea_um2: 6.52
  postSynthCellCount: 1357
  yosys_warnings: 1
  synth.distinct_cells: 80
  netlist_area_mm2: 0.00885
  ys_cells: 1357
sta:
  relSlewSlack_pct: 39.4
  setup-violations-final: 0
  period_used_pct: 87.7
  setup_tns_ns: 0
  timing.final.crit_period_ns: 8.06
  rsz0062_at_grt: "false"
  drv_slew: 0
  fmax_mhz: 124
  finalHoldViolations: 0
  worstMarginPinSlew_ns: 0.906
critical_path:
  max_stage_delay_ns: 0.66
  path_max_fanout: 6
  worst_ep_arrival_time_ns: 6.22
  critPathBufInv: 3
  cpMostUsedCell: "clkdlybuf4s50_1"
  slowest_stage: "clkdlybuf4s50_1"
  cp_cell_sequence: "clkdlybuf4s50_1, inv_1, ha_1, a211o_1, a211oi_1, o41ai_1, o31a_2, a211oi_2, nor2_1, a41oi_1, mux2_2, or3_1, clkdlybuf4s50_1"
  path_depth: 13
  critPathRequiredTime_ns: 7.36
  critPathKind: "in -> out"
  critPathLaunchType: "input port"
  critPathTopFamily: "AND-OR/OR-AND gates"
  end_kind: "output port"
power_and_ir_drop:
  power_density_mw_per_mm2: 72.0
  switchingPower_uw: 443
  internal-power_uw: 280
  p_sw_share_pct: 61.2
  ir_drop_mv: 0.0306
  p_leak_uw: 0.00437
grt:
  grt_max_degree: 59
  grt_pass1_wl_mm: 58.7
  antenna_found_initial: 1
  grt_use_total_pct: 34.8
  grt-ovfl-total: 0
  grt_pass1_vias: 9642
place:
  portBuffers: 106
  post-dp-hpwl_mm: 30.5
  routabilityCongestion: 1.01
  post-place-cells: 1666
  dpl_cell_area_mm2: 0.0100
layout:
  drive_gt1_share_pct: 5.34
  seq_cells: 0
  instances_no_fill: 1667
  lay_top_count: "nand2_1"
  clock_buffers: 0
  area_delta_synth_final_pct: 13.5
  lay_top_cells: "nand2_1, nor2_1, o21ai_0, inv_1, a21oi_1"
  register_area_um2: 0
  final_cell_area_mm2: 0.0100
job:
  drv_cap: 0
  warning_count: 122
clock_network:
  post_cts_buffers: 0
  ctsHoldBuffers: 0
  cts_resized: 0
cell usage after synthesis, drive strengths merged (10+ instances only):
library cell	instances	area, um2
a21o	11	82.6
and3	13	81.3
nor3	24	120
o21ai	126	631
buf	44	260
a21oi	117	586
mux2i	117	1170
nand2b	15	93.8
nand3	20	100
a22o	26	228
clkbuf	61	229
nand2	140	526
nor2	128	480
xnor2	21	184
a31oi	25	156
o211ai	17	133
o22ai	10	62.6
a221oi	16	140
mux2	10	116
o31ai	14	110
a211oi	41	313
inv	118	443
ha	96	1200
logic make-up (layout without fill, tap and decap cells):
| logic type | Yosys count | after routing | synth area share [%] |
|---|---|---|---|
| buf+inv | 224 | 253 | 10.6 |
| xor+xnor | 26 | 26 | 2.57 |
| simple gates | 372 | 372 | 18.3 |
| mux | 136 | 136 | 16.8 |
| other cells | 0 | 1 | 0 |
| compound gates | 501 | 501 | 37.7 |
| fa+ha+maj | 98 | 98 | 14.0 |
worst paths after layout:
| kind | slack, ns | start | to |
|---|---|---|---|
| max | 1.14 | DataA[1] | result[25] |
| min | 4.82 | ALUsel[0] | result[0] |
power by group through the flow:
stage	Combinational [uW]	Clock (uW)	Sequential [uW]
4_1_cts	705	0	0
5_1_grt	778	0	0
area by class of cell:
| class | instances | area, um2 |
|---|---|---|
| Multi-Input combinational cell | 1133 | 7980 |
| Inverter | 119 | 447 |
| Timing Repair Buffer | 134 | 1260 |
| Tap cell | 280 | 350 |
| Fill cell | 2320 | 11700 |
| Antenna cell | 1 | 2.50 |
metrics by stage:
stage	utilization [%]	power [uW]	hold WS, ns	setup slack [ns]
after detailed placement	46.2	702	4.83	1.24
after CTS	46.2	705	4.83	1.24
final	46.2	723	4.82	1.14
after global routing	46.2	778	4.87	1.03
after global placement	46.2	704	4.82	1.26
after floorplan	-	450	3.92	3.02
layer usage:
| layer | up-vias | part of all wire (%) | GRT usage (%) | wire [um] |
|---|---|---|---|---|
| met4 | 0 | 1.8 | 5.70 | 696 |
| met1 | 5035 | 46 | 53.9 | 18000 |
| met2 | 534 | 43 | 51.2 | 16900 |
| li1 | 5053 | - | - | - |
| met5 | - | 0 | 0 | 0 |
| met3 | 47 | 9.1 | 5.26 | 3550 |
Power and IR drop assume default switching activity.
