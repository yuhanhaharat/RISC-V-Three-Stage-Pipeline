[design/flow/config.mk]
export PLATFORM = sky130hd
export DESIGN_NAME = MEM_WRITE_CONTROL
export DESIGN_NICKNAME = MEM_WRITE_CONTROL
export VERILOG_FILES = /design/flow/design.v
export SDC_FILE = /design/flow/constraint.sdc
export NUM_CORES = 4
export LEC_CHECK = 1
export CORE_AREA = 10 10 90 90
export DIE_AREA = 0 0 100 100
[design/flow/constraint.sdc]
current_design MEM_WRITE_CONTROL

set clk_period 5.3
set clk_io_pct 0.2

create_clock -name clk0 -period $clk_period

set non_clock_inputs [all_inputs -no_clocks]
set_input_delay [expr $clk_period * $clk_io_pct] -clock clk0 $non_clock_inputs
set_output_delay [expr $clk_period * $clk_io_pct] -clock clk0 [all_outputs]
[design/flow/design.v]
module MEM_WRITE_CONTROL(instruction,ALU_result,PC,din_raw,dmem_wea,imem_wea,dout);
    input [31:0] instruction;
    input [31:0] ALU_result;
    input [31:0] PC;
    input [31:0] din_raw;
    output reg [3:0] dmem_wea;
    output reg [3:0] imem_wea;
    output reg [31:0] dout;
    wire [31:0] addr = ALU_result;
    wire [6:0] opcode7 = instruction[6:0];
    wire [2:0] funct3 = instruction[14:12];
    wire [3:0] DMEM_type = ALU_result[31:28];
    wire mem_type = DMEM_type == 4'b0011 || DMEM_type == 4'b0001 || DMEM_type == 4'b0010 || DMEM_type == 4'b1000;
        always @(*) begin
        if (mem_type) begin
            case (opcode7)
            7'b0100011: begin
                case (funct3)
                3'b010: begin  
                    dmem_wea = (addr[28] == 1) ? 4'b1111 : 4'b0000;
                    imem_wea = (addr[29] == 1 && PC[30] == 1) ? 4'b1111 : 4'b0000;
                    dout = din_raw;
                end
                3'b001: begin  
                    case (addr[1:0])
                    2'b00: begin
                        dmem_wea = (addr[28] == 1) ? 4'b0011 : 4'b0000;
                        imem_wea = (addr[29] == 1 && PC[30] == 1) ? 4'b0011 : 4'b0000;
                        dout = {{16{1'b0}}, din_raw[15:0]};
                    end
                    2'b01: begin
                        dmem_wea = (addr[28] == 1) ? 4'b0011 : 4'b0000;
                        imem_wea = (addr[29] == 1 && PC[30] == 1) ? 4'b0011 : 4'b0000;
                        dout = {{16{1'b0}}, din_raw[15:0]};
                    end
                    2'b10: begin
                        dmem_wea = (addr[28] == 1) ? 4'b1100 : 4'b0000;
                        imem_wea = (addr[29] == 1 && PC[30] == 1) ? 4'b1100 : 4'b0000;
                        dout = {din_raw[15:0], {16{1'b0}}};
                    end
                    2'b11: begin
                        dmem_wea = (addr[28] == 1) ? 4'b1100 : 4'b0000;
                        imem_wea = (addr[29] == 1 && PC[30] == 1) ? 4'b1100 : 4'b0000;
                        dout = {din_raw[15:0], {16{1'b0}}};
                    end
                    default: begin
                        dmem_wea = 4'b0000;
                        imem_wea = 4'b0000;
                        dout = 32'b0;
                    end
                    endcase
                end
                3'b000: begin  
                    case (addr[1:0])
                    2'b00: begin
                        dmem_wea = (addr[28] == 1) ? 4'b0001 : 4'b0000;
                        imem_wea = (addr[29] == 1 && PC[30] == 1) ? 4'b0001 : 4'b0000;
                        dout = {{24{1'b0}}, din_raw[7:0]};
                    end
                    2'b01: begin
                        dmem_wea = (addr[28] == 1) ? 4'b0010 : 4'b0000;
                        imem_wea = (addr[29] == 1 && PC[30] == 1) ? 4'b0010 : 4'b0000;
                        dout = {{16{1'b0}}, din_raw[7:0], {8{1'b0}}};
                    end
                    2'b10: begin
                        dmem_wea = (addr[28] == 1) ? 4'b0100 : 4'b0000;
                        imem_wea = (addr[29] == 1 && PC[30] == 1) ? 4'b0100 : 4'b0000;
                        dout = {{8{1'b0}}, din_raw[7:0], {16{1'b0}}};
                    end
                    2'b11: begin
                        dmem_wea = (addr[28] == 1) ? 4'b1000 : 4'b0000;
                        imem_wea = (addr[29] == 1 && PC[30] == 1) ? 4'b1000 : 4'b0000;
                        dout = {din_raw[7:0], {24{1'b0}}};
                    end
                    default: begin
                        dmem_wea = 4'b0000;
                        imem_wea = 4'b0000;
                        dout = 32'b0; 
                    end
                    endcase
                end
                default: begin
                    dmem_wea = 4'b0000;
                    imem_wea = 4'b0000;
                    dout = 32'b0;
                end
                endcase
            end
            default: begin
                dmem_wea = 4'b0000;
                imem_wea = 4'b0000;
                dout = 32'b0;
            end
            endcase
        end else begin
            dmem_wea = 4'b0000;
            imem_wea = 4'b0000;
            dout = 32'b0;
        end
    end
endmodule
[design/flow/run.sh]
#!/bin/bash
# OpenROAD 26Q1-2900-gdf79404cd8, Yosys 0.63+post, stock flow scripts
make -C /OpenROAD-flow-scripts/flow DESIGN_CONFIG=/design/flow/config.mk WORK_HOME=/design/flow/orfs finish
==> results.toml <==
# implementation run metrics
[cells_and_area]
area_growth_pct = 103.2
nFillCells = 676
nClkBuffers = 0
layout_top_cell = "clkdlybuf4s50_1"
layout-drive-gt1-share_pct = 13.13
seqCellArea_um2 = 0
final_cell_mix = "89 x clkdlybuf4s50_1, 16 x nand3_1, 14 x nor3_1"
finalNonFillerCells = 275
seq_cell_count = 0

[global_routing]
grt_pass1_wl_um = 7803
grt_util_all_layers_pct = 9.311
grt_max_degree = 37
antenna_found_initial = 0
grt_pass1_vias = 1388
grt_overflow_total = 0

[outcome]
status = "complete, no violations"

[routing]
antenna_cells = 0
ant_nets = 0
dr_total_vias = 1338
via_per_inst = 4.865
routed_wl_um = 5050
drt_first_pass_iters = 4
wl_per_cell_um = 18.36
drt_iter0_drc = 55
route.detailed.drc = 0

[worst_setup_path]
critical-path-top-delay-family = "buffers and inverters"
worstPathCellList = "clkdlybuf4s50_1, nor3b_4, o21ai_0, a211oi_1, clkdlybuf4s50_1"
criticalPathCategory = "in -> out"
cp.required_ns = 4.24
crit_path_end_kind = "output port"
max_stage_delay_ns = 0.81
cp_num_buf_inv = 2
cp_max_fo = 18
critPathLaunchType = "primary input"
cp_slowest_cell = "clkdlybuf4s50_1"
worstPathArrival_ns = 3.63
crit_top_cell = "clkdlybuf4s50_1"

[placed_design]
port_buffers = 89
dpl.cell_count = 275
gp_congestion = 0.8096
dpl.hpwl_um = 4053
dp_slack_ns = 0.6295

[final_timing]
hold_viol = 0
fmax_ghz = 0.2132
fin_crit_sh_pct = 88.48
fin_crit_ns = 4.690
final_max_slew_viol_count = 0
hold_slack_ns = 3.097
worst_slack_ns = 0.6105
grt_setup_unrepaired = "false"
worst_pin_slew_ns = 0.7762
max_slew_margin_pct = 48.03
setup_viol = 0
finalSetupTns_ns = 0

[floorplan]
fp_util_pct = 14.37
die_area_um2 = 10000
ios = 168
fp.dieH_um = 100
die_w_um = 100
core_um2 = 6277
rows = 29

[synthesis]
synth_cells = 119
yosys_cells = 119
syn_avg_cell_area_um2 = 7.581
synth_cell_types = 32
ys_seq_share_pct = 0
yosys_warnings = 1
ys_area_um2 = 902.1
syn_area_um2 = 902.1

[run]
drv_cap = 0
warnings = 111

[worst_hold_path]
holdCritPathClass = "in -> out"

[pwr]
cellLeakagePower_nw = 0.4397
ir_drop_uv = 21.30
power.density_nw_per_um2 = 43.37

[clock_tree]
cts.repair.resized = 0
ctsHoldBuffers = 0
post_cts_buffers = 0
==> power by group <==
part           internal, mW  leakage [nW]  total (mW)  switching, mW
registers                 0             0           0              0
logic                0.0439         0.440      0.0795         0.0356
clock network             0             0           0              0
total                0.0439         0.440      0.0795         0.0356
==> final cells by class <==
cell class                 count  area, um^2  share of cell area (%)
tap                           77       96.34                   5.256
multi-input combinational    103       804.5                   43.89
inverter                       1       3.754                  0.2048
timing repair buffer          94       928.4                   50.65
==> tightest hold or removal path, stage by stage <==
cell and delay (ns):
clkdlybuf4s50_1 0.42, o21ai_0 0.08, a211oi_1 0.07, clkdlybuf4s50_1 0.41
==> logic make-up (layout without fill, tap and decap cells) <==
logic type / count (synthesis) / in the layout / synth area share (%)
AND-OR/OR-AND: 49 / 49 / 45.63
buffers and inverters: 16 / 95 / 10.82
AND/OR/NAND/NOR: 54 / 54 / 43.55
==> cell usage after synthesis <==
| master | number | share of area, % |
|---|---|---|
| a21o_2 | 1 | 0.97 |
| nand2b_1 | 1 | 0.69 |
| o21ai_0 | 11 | 6.1 |
| a22oi_1 | 8 | 6.7 |
| nand3_1 | 16 | 8.9 |
| and2_1 | 1 | 0.69 |
| nor4b_2 | 1 | 1.7 |
| nor4_1 | 2 | 1.4 |
| a211oi_2 | 10 | 14 |
| a21oi_1 | 1 | 0.55 |
| and4bb_2 | 1 | 1.4 |
| buf_4 | 3 | 2.5 |
| nand4_1 | 2 | 1.4 |
| nor4bb_1 | 1 | 1.1 |
| nor3_1 | 14 | 7.8 |
| nand3_2 | 1 | 1.1 |
| buf_2 | 9 | 5.0 |
| a32oi_1 | 8 | 7.8 |
| a211oi_1 | 6 | 5.0 |
| nand3_4 | 1 | 1.9 |
| or3_1 | 1 | 0.69 |
| clkinv_1 | 1 | 0.42 |
| nor3b_2 | 1 | 1.4 |
| nor4b_1 | 9 | 8.7 |
| o21a_1 | 1 | 0.83 |
| a21oi_2 | 1 | 0.97 |
| o21ba_2 | 1 | 1.1 |
| clkbuf_1 | 1 | 0.42 |
| nor4b_4 | 1 | 2.6 |
| a21oi_4 | 1 | 1.8 |
| nor3b_4 | 1 | 2.1 |
| buf_6 | 2 | 2.5 |
==> worst paths after layout <==
check	startpoint	to	slack [ns]	depth (start not counted)
worst min-delay path	din_raw[11]	dout[11]	3.10	4
worst max-delay path	instruction[13]	dout[8]	0.61	5
==> layer usage <==
layer | track usage, % | wire [um] | vias up
met1 | 12.25 | 2192 | 619
met2 | 15.48 | 2361 | 53
met5 | 0 | 0 | -
met3 | 2.984 | 495 | 0
li1 | - | - | 666
met4 | 0 | 0 | 0
==> stage by stage <==
step,cell area (um^2),power (mW),utilization [%]
2_1_floorplan,902.1,0.03258,-
4_1_cts,1833,0.07992,29.20
6_report,1833,0.07950,29.20
3_3_place_gp,1833,0.07907,29.20
3_5_place_dp,1833,0.07952,29.20
5_1_grt,1833,0.08590,29.20
Power is estimated from default activity; no workload was simulated.
